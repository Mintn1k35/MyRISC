### run.sh
#!/bin/bash
# OpenROAD 26Q1-2900-gdf79404cd8, Yosys 0.63+post, stock flow scripts
make -C /OpenROAD-flow-scripts/flow DESIGN_CONFIG=/design/flow/config.mk WORK_HOME=/design/flow/orfs finish
### config.mk
export PLATFORM = sky130hd
export DESIGN_NAME = DCache_Controller
export DESIGN_NICKNAME = DCache_Controller
export VERILOG_FILES = /design/flow/design.v
export SDC_FILE = /design/flow/constraint.sdc
export NUM_CORES = 4
export LEC_CHECK = 1
export CORE_AREA = 10 10 117 117
export DIE_AREA = 0 0 127 127
### constraint.sdc
current_design DCache_Controller

set clk_period 2.4
set clk_io_pct 0.2

create_clock -name clk0 -period $clk_period [get_ports {clk}]

set non_clock_inputs [all_inputs -no_clocks]
set_input_delay [expr $clk_period * $clk_io_pct] -clock clk0 $non_clock_inputs
set_output_delay [expr $clk_period * $clk_io_pct] -clock clk0 [all_outputs]
### design.v
module DCache_Controller(
	input wire clk,
	input wire rst_n,
	input wire read_mem,
	input wire write_mem,
	input wire [31:0] addr,
	input wire addr_valid,
	input wire [31:0] write_data,
	input wire write_data_valid,
	input wire cache_rst_done,
	input wire awready,
	output wire [31:0] awaddr,
	output wire [1:0] awburst,
	output wire [3:0] awcache,
	output wire [7:0] awlen,
	output wire [2:0] awsize,
	output reg awvalid,
	input wire wready,
	output wire [31:0] wdata,
	output reg wlast,
	output reg [3:0] wstrb,
	output reg wvalid,
	input wire [1:0] bresp,
	input wire bvalid,
	output reg bready,
	input wire arready,
	output wire [31:0] araddr,
	output wire [1:0] arburst,
	output wire [3:0] arcache,
	output wire [7:0] arlen,
	output wire [2:0] arsize,
	output reg arvalid,
	input wire [31:0] rdata,
	input wire rlast,
	input wire rvalid,
	output reg rready,
	output wire mem_done,
	output wire [31:0] result
);
	reg [1:0] write_state = 2'b00; 	
    reg [1:0] pre_state, pre_state1;
    reg [1:0] read_state = 2'b00;
	assign awaddr = addr;
	assign wdata = write_data;
	assign araddr = addr;
	assign result = rdata;
	assign awburst = (rst_n & write_mem) ? 2'b00 : 2'bz;
	assign awlen = (rst_n & write_mem) ? 8'd0 : 8'bz;
	assign awcache = (rst_n & write_mem) ? 4'd11 : 4'bz;
	assign awsize = (rst_n & write_mem) ? 3'd2 : 3'bz;
	assign arburst = (rst_n & !write_mem) ? 2'b00 : 2'bz;
	assign arlen = (rst_n & !write_mem) ? 8'd0 : 8'bz;
	assign arcache = (rst_n & !write_mem) ? 4'd7 : 4'bz;
	assign arsize = (rst_n & !write_mem) ? 3'd2 : 3'bz;
	always @(posedge clk)
	begin
		if (!rst_n)
			begin
				arvalid = 1'b0;
				awvalid = 1'b0;
				rready = 1'b0;
				wvalid = 1'b0;
			end
		else begin
			if (write_mem)
			begin
			    case(write_state)
			    2'b00: begin
			         if (pre_state == 2'b11) awvalid = 1'b0;
			         else awvalid = addr_valid;
			         pre_state=2'b00;
			         if (awready) begin awvalid = 1'b0; write_state = 2'b01; end
			    end
			    2'b01: begin
			         wvalid = write_data_valid;
			         wlast = 1'b1;
			         wstrb = 4'b1111;
			         pre_state = 2'b01;
			         if (wready) begin 
			             write_state = 2'b10;
			         end
			    end
			    2'b10: begin
			         wlast = 1'b0;
			         wstrb = 4'b0000;
			         wvalid = 1'b0;
			         bready = 1'b1;
			         pre_state = 2'b10;
			         if (bvalid) begin bready = 1'b0; write_state = 2'b11; end
			    end 
			    2'b11: begin
			         pre_state = 2'b11;
			         if (mem_done) write_state = 2'b00; 
			    end
			    endcase         
			end
			if (read_mem == 1'b1)
			begin
			    case(read_state)
			    2'b00: begin
			         if (pre_state1 == 2'b10) arvalid = 1'b0;
			         else arvalid = addr_valid;
			         pre_state1 = 2'b00;
			         if (arready) begin arvalid = 1'b0; read_state = 2'b01; end
			    end
			    2'b01: begin
			         rready = 1'b1;
			         if (rvalid) read_state = 2'b10;
			    end
			    2'b10: begin
			         pre_state1 = 2'b10;
			         rready = 1'b0;
			         if (mem_done) read_state = 2'b00;
			    end  
			    endcase
			end
		end
	end
	assign mem_done = ((rlast == 1'b1) | ((bvalid == 1'b1) & (bresp == 2'b00)));
endmodule
==> flow_summary.toml <==
# implementation run metrics
[status]
status = "finished clean"

[power]
peakVddDrop_v = 0.000439
power.density_mw_per_mm2 = 465
p_leak_nw = 0.543

[yosys]
ys_ff = 12
yosysCellCount = 231
largest_area_cell = "buf_4"
yosys_area_mm2 = 0.00194
synth_seq_share_pct = 15.5
synth_cell_types = 24
syn-cell-area_mm2 = 0.00194
syn_avg_cell_area_um2 = 8.40
yosys-top-cells-area = "buf_4, edfxtp_1, ha_1"
synth_cells = 231
ys_warn_count = 9
top_area_share_pct = 64.6

[setup_path]
path_max_fanout = 2
end_kind = "output pin"
timing.reg2reg.worst_path_depth = 5
critPathLaunch = "bresp[1]"
reg2reg_slack_ps = 740
cp-start-kind = "input port"
r2r_end = "write_state[1]"
crit_required_ps = 1920
cp-endpoint = "mem_done"
crit_type = "in -> out"
rr_startpoint = "write_state[0]"
arrival_ps = 1660

[route]
drc = 0
vias = 783
wl_per_cell_um = 13.7
vias_per_cell = 2.91
drt_iter0_drc = 21
first_pass_iters = 3
ant_nets = 0
wl_mm = 3.69

[cells_and_area]
mostFrequentLayoutCells = "conb_1, clkdlybuf4s50_1, ha_1"
mostFrequentLayoutCell = "conb_1"
final_cells = 269
syn_to_final_growth_pct = -32.2
drive_above_1_share_pct = 10.4

[global_route]
antenna_found_initial = 2
grt_pass1_wl_mm = 5.15
grt_max_degree = 9
grt_pass1_vias = 898
grt_usage_pct = 4.08
grt.overflow.total = 0

[place]
numPortBuffers = 24
gp_congestion = 0.735
place_inst = 264
post-dp-hpwl_mm = 3.09

[clock_network]
clock_latency_ps = 230
h-tree-depth = 1
cts_setup_buffers = 0
cts-root-buf = "clkbuf_16"
cts_tree = "built"
numCtsBuffers = 3
cts_hold_buf = 0
cts_resized = 0
path_clk_slew_ps = 40
cts_buffer_depth = 2
clkSinkCount = 12

[sta]
period_used_pct = 89.4
fmax_mhz = 466
hold_viol_final = 0
period_needed_ps = 2140
finalSetupTns_ps = 0
fin_skew_ps = 0.655
slew_violations = 0
rsz0062_at_grt = "false"
setup-violations-final = 0

[floorplan]
fp_util_pct = 17.1
pin_count = 284
die.size.y_um = 127
die_width_um = 127
dieArea_mm2 = 0.0161
coreArea_mm2 = 0.0113
placementRows = 39

[hold_path]
min_path_type = "reg -> reg"

[job]
drv_cap = 0
warning_count = 34
-- cell type report --
class | instances | area (µm²)
multi-input combinational | 74 | 469
timing repair buffer | 25 | 248
clock buffer | 3 | 75.1
sequential | 12 | 300
clock inverter | 1 | 3.75
inverter | 10 | 37.5
antenna | 1 | 2.50
tap | 143 | 179
fill | 1312 | 10000
-- cells by family after synthesis --
family / share of synthesized area, %
compound gates: 5.48
fa+ha+maj: 6.45
buf+inv: 66.5
flops: 15.5
mux: 0.580
other cells: 0.387
simple gates: 5.09
-- worst min path at each step --
stage | from | endpoint | slack, ps | depth (start not counted)
CTS | wvalid | wvalid | 470 | 2
global route | pre_state1[1] | arvalid | 480 | 1
finish | pre_state1[1] | arvalid | 460 | 1
-- per-stage QoR --
step	hold WS (ps)	cell area [µm²]	worst slack, ps	util [%]	total power [mW]
2_1_floorplan	416	2060	866	-	0.434
3_3_place_gp	443	1230	205	10.9	0.318
3_5_place_dp	445	1230	216	10.9	0.318
4_1_cts	466	1310	210	11.6	0.619
5_1_grt	477	1310	159	11.6	0.646
6_report	460	1320	255	11.6	0.611
-- worst max-delay path, stage by stage --
cell             delay, ps
clkdlybuf4s50_1        470
nor2_2                  50
a21oi_2                180
inv_1                   80
clkdlybuf4s50_1        410
-- Yosys cell counts --
master	number
dfxtp_1	6
a21oi_1	2
o41ai_2	2
nor2b_1	2
inv_1	9
edfxtp_1	6
conb_1	2
a32o_1	1
nand3_1	4
o22ai_1	1
buf_4	167
or2_2	1
mux2_2	1
nand2_1	5
a21oi_2	1
nand2b_1	3
a311oi_1	1
a2111oi_2	2
nor2_1	1
ha_1	10
inv_2	1
nand4_1	1
nor2_2	1
and3_1	1
-- metal layers --
layer / global-route usage [%] / share of wire, % / vias to the layer above
li1: - / - / 311
met1: 2.92 / 27 / 303
met2: 4.68 / 35 / 121
met3: 5.75 / 27 / 46
met4: 4.02 / 10 / 2
met5: 0 / 0.35 / -
-- power by group --
part | total [mW] | leakage (nW) | internal (mW) | switching (mW)
clock | 0.299 | 0.0385 | 0.219 | 0.0801
sequential | 0.234 | 0.104 | 0.227 | 0.00679
combinational | 0.0785 | 0.400 | 0.0444 | 0.0341
total | 0.611 | 0.543 | 0.490 | 0.121
-- state kept, by name, summed over array words and instances, names as in the netlist --
register     cells
wvalid           1
arvalid          1
rready           1
awvalid          1
write_state      2
wstrb            1
pre_state        1
bready           1
pre_state1       1
read_state       2
Power and IR drop assume default switching activity.
